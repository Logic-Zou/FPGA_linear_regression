## design/flow/config.mk

```make
export PLATFORM = sky130hd
export DESIGN_NAME = iteration_ctrl
export DESIGN_NICKNAME = iteration_ctrl
export VERILOG_FILES = /design/flow/design.v
export SDC_FILE = /design/flow/constraint.sdc
export NUM_CORES = 4
export LEC_CHECK = 1
export CORE_AREA = 10 10 70 70
export DIE_AREA = 0 0 80 80
```

## design/flow/design.v

```verilog
`timescale 1ns / 1ps
module iteration_ctrl(
    input wire              clk,
    input wire              rst_n,
    input wire              input_valid,
    input wire              conv_flag_in,
    input wire              avg_valid_in,
    output wire             xy_valid_out,
    output reg              en_theta,
    output reg [1:0]        sel_theta,
    output reg              output_valid
    );
parameter IDLE = 0, WAIT = 1, INITIAL = 2, CAL = 3, UPDATE = 4, DONE = 5;
parameter sel_init = 0, sel_theta_cal = 1, sel_X = 2;
parameter CAL_CYCLE = 10;
reg [3:0]               state, next_state;
reg [3:0]               cal_cnt;
assign xy_valid_out = input_valid;
always@(posedge clk or negedge rst_n)
begin
    if(!rst_n)
        cal_cnt <= 4'd0;
    else if(state == CAL)
        if(cal_cnt >= CAL_CYCLE - 1)
            cal_cnt <= 4'd0;
        else
            cal_cnt <= cal_cnt + 4'd1;
    else
        cal_cnt <= 4'd0;
end
always@(posedge clk or negedge rst_n)
begin
    if(!rst_n)
        state <= 4'd0;
    else
        state <= next_state;
end
always @(*)
begin
    next_state <= state;
    case(state)
        IDLE:
        begin
            if(input_valid)
                next_state <= WAIT;
            else
                next_state <= IDLE;
        end
        WAIT:
        begin
            if(avg_valid_in)
                next_state <= INITIAL;
            else
                next_state <= WAIT;
        end
        INITIAL:
        begin
            next_state <= CAL;
        end
        CAL:
        begin
            if(cal_cnt >= CAL_CYCLE - 1)
                next_state <= UPDATE;
            else
                next_state <= CAL;
        end
        UPDATE:
        begin
            next_state <= CAL;
        end
        DONE:
        begin
            next_state <= IDLE;
        end
    endcase
end
always @(*)
begin
    en_theta = 1'b0;
    sel_theta = sel_X;
    case(state)
        IDLE:
        begin
            en_theta = 1'b0;
            sel_theta = sel_X;
            output_valid = 1'b0;
        end
        WAIT:                        
        begin
            en_theta = 1'b0;
            sel_theta = sel_init;
            output_valid = 1'b0;
        end
        INITIAL:
        begin
            en_theta = 1'b1;
            sel_theta = sel_init;
            output_valid = 1'b0;
        end
        CAL:
        begin
            en_theta = 1'b0;
            sel_theta = sel_theta_cal;
            output_valid = 1'b0;
        end
        UPDATE:
        begin
            en_theta = 1'b1;
            sel_theta = sel_theta_cal;
            output_valid = 1'b0;
        end
        DONE:
        begin
            output_valid = 1'b1;
            en_theta = 1'b0;
        end
        default
        begin
            en_theta = 1'b0;
            sel_theta = sel_X;
        end
    endcase
end
endmodule
```

## design/flow/run.sh

```bash
#!/bin/bash
# OpenROAD 26Q1-2900-gdf79404cd8, Yosys 0.63+post, stock flow scripts
make -C /OpenROAD-flow-scripts/flow DESIGN_CONFIG=/design/flow/config.mk WORK_HOME=/design/flow/orfs finish
```

## design/flow/constraint.sdc

```tcl
current_design iteration_ctrl

set clk_period 1.5
set clk_io_pct 0.2

create_clock -name clk0 -period $clk_period [get_ports {clk}]

set non_clock_inputs [all_inputs -no_clocks]
set_input_delay [expr $clk_period * $clk_io_pct] -clock clk0 $non_clock_inputs
set_output_delay [expr $clk_period * $clk_io_pct] -clock clk0 [all_outputs]
```

==> flow_metrics.env <==
# flow metrics
export IMPL_status="complete, no violations"
export IMPL_antenna_left=0
export IMPL_yosysTopAreaCell="dfrtp_1"
export IMPL_netlist_area_sq_um=435
export IMPL_syn_to_final_growth_pct=42.2
export IMPL_fmax_mhz=692
export IMPL_cts_path_max_buffers=2
export IMPL_r2r_slack_ps=60
export IMPL_setup_viol=0
export IMPL_synth_distinct_cells=21
export IMPL_cts_buffers=3
export IMPL_cts_root_buf="clkbuf_4"
export IMPL_p_seq_frac=0.405
export IMPL_rsz0062_at_grt="yes"
export IMPL_fillers=383
export IMPL_yosys_top_cells_area="dfrtp_1 (46%), ha_1 (8.6%), dfstp_2 (6.0%)"
export IMPL_synth_warnings=1
export IMPL_powerDensity_nw_per_um2=1490
export IMPL_warnings=29
export IMPL_fp_util=0.127
export IMPL_rows=21
export IMPL_place_area_sq_um=571
export IMPL_grt_ovfl_total=0
export IMPL_die_area_sq_um=6400
export IMPL_p_int_uw=624
export IMPL_slew_violations=0
export IMPL_period_needed_ps=1450
export IMPL_leakagePower_uw=0.000274
export IMPL_dp_hpwl_um=672
export IMPL_drv_cap=0
export IMPL_syn_area_per_cell_sq_um=11.2
export IMPL_fp_coreArea_sq_um=3420
export IMPL_htreeDepth=1
export IMPL_grt_pass1_vias=311
export IMPL_finalNonFillerCells=98
export IMPL_grtUsageTotal=0.0268
export IMPL_ys_ff=9
export IMPL_path_max_fanout=2
export IMPL_fin_crit_sh=0.964
export IMPL_holdCritPathClass="primary input to async pin"
export IMPL_first_pass_iters=2
export IMPL_grt_max_degree=10
export IMPL_pwr_share_comb=0.403
export IMPL_final_hold_violation_count=0
export IMPL_cts_tree="done"
export IMPL_grt_pass1_wl_mm=1.33
export IMPL_clk_latency_ps=250
export IMPL_yosys_stat_area_sq_um=435
export IMPL_critPathRequiredTime_ps=1200
export IMPL_place_ws_ps=-89.4
export IMPL_setup_slack_ps=54.4
export IMPL_vias_per_cell=3.29
export IMPL_ios=10
export IMPL_place_inst=93
export IMPL_power_frac_clock=0.193
export IMPL_synthCells=39
export IMPL_diodes=0
export IMPL_p_sw_frac=0.325
export IMPL_die_x_um=80
export IMPL_cp_data_arrival_time_ps=1150
export IMPL_yosys_cells=39
export IMPL_fin_area_sq_um=619
export IMPL_top_area_frac=0.460
export IMPL_postSynthSeqShare=0.520
export IMPL_clock_sinks=9
export IMPL_start_kind="flop"
export IMPL_fin_hold_ws_ps=342
export IMPL_num_vias=322
export IMPL_critical_path_class="flop to output port"
export IMPL_portBuffers=7
export IMPL_chipHeight_um=80
export IMPL_grt_antenna_before_repair=0
export IMPL_wl_per_cell_um=8.79
export IMPL_drc=0
export IMPL_layout_drive_gt1_share=0.346
export IMPL_gp_congestion=0.809
export IMPL_finClkSkew_ps=2.88
export IMPL_drt_total_wl_um=861
export IMPL_cp_end_kind="output port"
export IMPL_ir_worst_vdd_mv=0.373
export IMPL_netSwitchingPower_uw=301
export IMPL_drt_iter0_markers=16
export IMPL_clkTransAtPathRegs_ps=60
==> layout make-up <==
type	instances	area (sq um)	share of cell area
repair buffers	11	96.3	0.156
multi-input cells	22	189	0.305
flip-flops and latches	9	228	0.368
clock buffers	4	26.3	0.0424
well taps	46	57.6	0.0929
inverters	6	22.5	0.0364
==> critical path: stages (launching register included) <==
cell           delay, ps
dfrtp_1              370
or2_2                290
dlygate4sd2_1        240
==> path summary, 6_finish.rpt <==
| check | start | endpoint | depth (start not counted) |
|---|---|---|---|
| max | state[4] | sel_theta[0] | 2 |
| min | rst_n | cal_cnt[2] | 1 |
| max reg2reg | cal_cnt[0] | state[1] | 4 |
| min reg2reg | cal_cnt[0] | cal_cnt[0] | 1 |
| max in group asynchronous | rst_n | state[0] | 1 |
| min in group clk0 | input_valid | state[0] | 3 |
==> cells in the final DEF (no fill, tap or decap), drive strengths merged <==
cell type / synthesis / final
nor2b: 1 / 1
clkdlybuf4s15: 0 / 1
dlygate4sd2: 0 / 2
o21ai: 1 / 1
nand4bb: 2 / 2
nand2: 1 / 1
nand4b: 1 / 1
or2: 1 / 1
and2: 1 / 1
or3b: 1 / 1
dfrtp: 8 / 8
a21oi: 1 / 1
inv: 6 / 6
and3: 1 / 1
conb: 1 / 1
xnor2: 1 / 1
dfstp: 1 / 1
o211ai: 1 / 1
clkbuf: 0 / 5
clkdlybuf4s50: 0 / 3
nor3: 1 / 1
a211oi: 3 / 3
nor2: 1 / 1
buf: 2 / 4
ha: 3 / 3
==> Yosys cell counts <==
master and instances:
nor2b_1 1, nand4bb_1 2, nand4b_1 1, nor3_1 1, or3b_4 1, nor2_1 1, o211ai_1 1, o21ai_0 1
inv_1 6, and3_2 1, dfrtp_1 8, nand2_1 1, or2_2 1, xnor2_1 1, ha_1 3, conb_1 1
and2_1 1, dfstp_2 1, a211oi_1 3, buf_4 2, a21oi_1 1
==> metal layers <==
layer  up-vias  part of all wire  global-route usage
li1        156                 -                   -
met1       157              0.44              0.0284
met2         7              0.46              0.0417
met3         2             0.095              0.0227
met4         0            0.0046             0.00176
met5         -                 0                   0
==> power by group through the flow <==
stage                 registers [uW]  logic, uW  clock network, uW
after CTS                        365        351                189
after global routing             386        420                202
final                            374        373                178
==> cell families after synthesis <==
kind of cell / share of synthesized area
AOI/OAI and AO/OA: 0.0919
xor gates and xnor gates: 0.0201
adders and majority gates: 0.0862
buffers and inverters: 0.0862
DFF: 0.520
other: 0.00861
and+or+nand+nor: 0.187
==> registers in the layout, summed over array words and instances, names as in the netlist <==
signal and cells:
cal_cnt 4, state 5
==> per-stage QoR <==
step | total power, uW | util | setup TNS (ps)
after floorplan | 582 | - | 0
after global placement | 691 | 0.167 | -70.4
after detailed placement | 719 | 0.167 | -108
after CTS | 906 | 0.178 | 0
after global routing | 1010 | 0.181 | -39.0
final | 925 | 0.181 | 0
==> repair_timing <==
| action | CTS | global route |
|---|---|---|
| setup endpoints to repair | 4 | 5 |
| hold buffers | 0 | 0 |
| pin swaps | 1 | 2 |
| buffers inserted | 1 | 0 |
| resized | 6 | 8 |
Power and IR drop assume default switching activity.
